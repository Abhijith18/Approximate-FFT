File: flow/config.mk
export PLATFORM = sky130hd
export DESIGN_NAME = R4exact
export DESIGN_NICKNAME = R4exact
export VERILOG_FILES = /design/flow/design.v
export SDC_FILE = /design/flow/constraint.sdc
export NUM_CORES = 4
export LEC_CHECK = 1
export CORE_UTILIZATION = 30
File: flow/constraint.sdc
current_design R4exact

set clk_period 11.1
set clk_io_pct 0.2

create_clock -name clk0 -period $clk_period [get_ports {Clk}]

set non_clock_inputs [all_inputs -no_clocks]
set_input_delay [expr $clk_period * $clk_io_pct] -clock clk0 $non_clock_inputs
set_output_delay [expr $clk_period * $clk_io_pct] -clock clk0 [all_outputs]
File: flow/design.v
`timescale 1ns / 1ps
module R4exact #(
    parameter N = 16,                 
    parameter m = 14
)(
    input   Rst,                     
    input   Clk,                     
    input   Ld,                      
    input   [(N - 1):0] M,           
    input   [(N - 1):0] R,           
    output  reg Valid,               
    output  reg [((2*N) - 1):0] P    
);
localparam pNumCycles = ((N + 1)/2);     
reg     [4:0] Cntr,i,CM;          
reg     [2:0] Booth;         
reg     Guard,Cj ;               
reg     [(m-1):0] a;
reg     [(N + 1):0] A,AM,AM2;       
reg     [(N + 1):0] S;       
wire    [(N + 1):0] Hi;      
reg     [((2*N) + 1):0] Prod;    
always @(posedge Clk)
begin
    if(Rst)
        Cntr <=  0;
    else if(Ld)
        Cntr <=  pNumCycles;
    else if(|Cntr)
        Cntr <=  (Cntr - 1);
end
always @(posedge Clk)
begin
    if(Rst)
        A <=  0;
    else if(Ld)begin
        CM <= m;
        A <=  {{2{M[(N - 1)]}}, M};
        a <= M[(m-1):0];
    end
end
always @(*) Booth <= {Prod[1:0], Guard};     
assign Hi = Prod[((2*N) + 1):N];     
always @(*)
begin
    Cj = 0;
    for (i=0;i<m;i = i+1) begin
        Cj = Cj|a[0];
        a = {a[0],a[(m-1):1]};
    end
    a = {2'b0,a[(m-3):0]};
    if (CM == 16) begin
    AM <= {16{Cj}};
    AM2 <= {16{Cj}};
    end
    else if (CM == 14) begin
    AM <= {A[(N+1):14],{14{Cj}}};
    AM2 <= {A[(N+1):13],{14{Cj}}};
    end
    else if (CM == 12) begin
    AM <= {A[(N+1):12],{12{Cj}}};
    AM2 <= {A[(N+1):11],{12{Cj}}};
    end
    else if (CM == 10) begin
    AM <= {A[(N+1):10],{10{Cj}}};
    AM2 <= {A[(N+1):9],{10{Cj}}};
    end
    else if (CM == 8) begin
    AM <= {A[(N+1):8],{8{Cj}}};
    AM2 <= {A[(N+1):7],{8{Cj}}};
    end
    else if (CM == 6) begin
    AM <= {A[(N+1):6],{6{Cj}}};
    AM2 <= {A[(N+1):5],{6{Cj}}};
    end
    else if (CM == 4) begin
    AM <= {A[(N+1):4],{4{Cj}}};
    AM2 <= {A[(N+1):3],{3{Cj}}};
    end
    else if (CM == 2) begin
    AM <= {A[(N+1):2],{2{Cj}}};
    AM2 <= {A[(N+1):1],{2{Cj}}};
    end
    else begin
    AM <= A;
    AM2 <= {A,1'b0};
    end
    case(Booth)
        3'b000  : S <= Hi;               
        3'b001  : S <= Hi +  AM;          
        3'b010  : S <= Hi +  AM;          
        3'b011  : S <= Hi + AM2;   
        3'b100  : S <= Hi - AM2;   
        3'b101  : S <= Hi -  AM;          
        3'b110  : S <= Hi -  AM;          
        3'b111  : S <= Hi;               
    endcase
end
always @(posedge Clk)
begin
    if(Rst)
        Prod <=  0;
    else if(Ld)
        Prod <=  R;
    else if(|Cntr)begin   
        Prod <=  {{2{S[(N + 1)]}}, S, Prod[(N - 1):2]};
        if(CM>0)CM <= CM - 2;
        end
end
always @(posedge Clk)
begin
    if(Rst)
        Guard <=  0;
    else if(Ld)
        Guard <=  0;
    else if(|Cntr)
        Guard <=  Prod[1];
end
always @(posedge Clk)
begin
    if(Rst)
        P <=  0;
    else if(Cntr == 1)
        P <=  {S, Prod[(N - 1):2]};
end
always @(posedge Clk)
begin
    if(Rst)
        Valid <=  0;
    else
        Valid <=  (Cntr == 1);
end
endmodule
File: flow/run.sh
#!/bin/bash
# OpenROAD 26Q1-2900-gdf79404cd8, Yosys 0.63+post, stock flow scripts
make -C /OpenROAD-flow-scripts/flow DESIGN_CONFIG=/design/flow/config.mk WORK_HOME=/design/flow/orfs finish
==> results.sh <==
# yosys + openroad results
export IMPL_dieWidth_um=150
export IMPL_clkLatencyLatePin_ns=0.34
export IMPL_seq_power_share_pct=31.9
export IMPL_cp_start_kind="register"
export IMPL_endpoint_kind="register"
export IMPL_drtPass1Iterations=5
export IMPL_p_sw_share_pct=36.4
export IMPL_synth_area_um2=6550
export IMPL_p_comb_share_pct=38.9
export IMPL_ys_seq_share_pct=28.1
export IMPL_p_sw_mw=0.412
export IMPL_drive_above_1_share_pct=5.78
export IMPL_avgViaCountPerCell=5.42
export IMPL_io_buffer_count=66
export IMPL_async_reset_ff_share_pct=0
export IMPL_max_slew_margin_pct=41.8
export IMPL_hold_viol=0
export IMPL_critPathBufInv=1
export IMPL_cts_repair_resized=0
export IMPL_final_core_util_pct=36.8
export IMPL_synth_distinct_cells=68
export IMPL_ioPinCount=68
export IMPL_period_minus_slack_ns=5.28
export IMPL_vdd_ir_drop_max_mv=0.0778
export IMPL_die_h_um=150
export IMPL_row_count=53
export IMPL_tns_ns=0
export IMPL_max_freq_mhz=190
export IMPL_syn_inst=851
export IMPL_tool_warnings=46
export IMPL_grt_pass1_vias=5787
export IMPL_wirelength_mm=19.2
export IMPL_hp_class="reg -> reg"
export IMPL_cts_root_buffer_cell="clkbuf_16"
export IMPL_yosys_warnings=14
export IMPL_comb_area_um2=4390
export IMPL_ys_ff=86
export IMPL_yosysCellCount=851
export IMPL_finalCritPeriodShare_pct=47.5
export IMPL_vias=6373
export IMPL_routedWlPerCell_um=16.4
export IMPL_ant_nets=0
export IMPL_cts_hold_buf=0
export IMPL_worst_pin_slew_ns=0.861
export IMPL_cts_buffers=9
export IMPL_critPathRequiredTime_ns=11.36
export IMPL_drc_errors=0
export IMPL_dp_hpwl_mm=13.7
export IMPL_ff_type="dfxtp_1"
export IMPL_path_cells="inv_1, nand2_1, nor2_1, nand2_1, ha_1, nor2b_1, o2111ai_1, a2111oi_2, o41a_1, mux2_1, a2bb2oi_1, a211oi_2, a22oi_1, a211oi_2"
export IMPL_layoutNonFillerInstCount=1175
export IMPL_grt_pass1_wl_mm=30.9
export IMPL_dp_cells=1159
export IMPL_cp_top_family="AND-OR/OR-AND gates"
export IMPL_clock_sinks=86
export IMPL_ff_latch_area_um2=1840
export IMPL_gp_congestion=0.955
export IMPL_antenna_found_initial=0
export IMPL_maxSlewViolCount=0
export IMPL_edf_count=12
export IMPL_antenna_cells=0
export IMPL_slowest_stage="a2111oi_2"
export IMPL_drtIter0Drc=538
export IMPL_power_per_cell_area_nw_per_um2=145
export IMPL_path_max_fanout=14
export IMPL_overflow=0
export IMPL_syn_avg_cell_area_um2=7.69
export IMPL_rsz0062_at_grt="false"
export IMPL_clk_pin_slew_worst_paths_ns=0.06
export IMPL_grt_use_total_pct=17.6
export IMPL_cp_slowest_stage_delay_ns=0.71
export IMPL_htreeDepth=3
export IMPL_cts_buffer_depth=2
export IMPL_yosys_area_um2=6550
export IMPL_cp_arrival_ns=5.53
export IMPL_clkPwrFrac_pct=29.2
export IMPL_power_internal_mw=0.720
export IMPL_status="complete, no violations"
export IMPL_fin_skew_ns=0.0106
export IMPL_grt_max_degree=58
export IMPL_core_util_floorplan_pct=30.8
export IMPL_cts_tree="yes"
export IMPL_chip_area_um2=22400
export IMPL_cellLeakagePower_nw=3.01
export IMPL_maxCapViolCount=0
export IMPL_setup_violations=0
export IMPL_syn_to_final_growth_pct=19.3
export IMPL_fillers=2176
export IMPL_coreArea_um2=21200
export IMPL_post_cts_buffers=0
export IMPL_path_class="reg -> reg"
[power by group through the flow]
stage / clock network (mW) / logic [mW] / registers, mW
CTS: 0.340 / 0.437 / 0.361
global route: 0.352 / 0.491 / 0.365
finish: 0.331 / 0.440 / 0.361
[layer usage]
| layer | up-vias | share of wire [%] | routed length, um | global-route usage, % |
|---|---|---|---|---|
| met5 | - | 0 | 0 | 0 |
| met3 | 26 | 5.8 | 1110 | 2.39 |
| li1 | 3213 | - | - | - |
| met2 | 178 | 46 | 8750 | 27.7 |
| met1 | 2956 | 47 | 9010 | 26.3 |
| met4 | 0 | 1.8 | 354 | 3.28 |
[area by class of cell]
type / instances / share of cell area, %
multi-input cells: 681 / 56.2
flip-flops and latches: 86 / 23.6
repair buffers: 82 / 9.94
well taps: 275 / 4.41
clock buffers: 10 / 2.93
inverters: 35 / 1.68
clock inverters: 6 / 1.23
[cells in the mapped netlist, drive strengths merged, types with 16 or more instances]
library cell | n | area, um^2
a21oi | 104 | 524
nand2 | 99 | 372
nor2 | 99 | 372
dfxtp | 74 | 1480
ha | 54 | 676
o21ai | 41 | 205
clkbuf | 39 | 148
inv | 33 | 124
a211oi | 31 | 243
nor3 | 22 | 110
xnor2 | 22 | 193
nand3 | 16 | 80.1
[placed cells by master, fill, tap and decap left out, drive strengths merged, types with 31 or more instances in the layout]
cell	instances
a21oi	104
nand2	99
ha	54
o21ai	41
clkdlybuf4s50	65
a211oi	31
dfxtp	74
nor2	99
inv	34
[registers in the layout, summed over array words and instances (netlist names)]
name,count
A,3
Cntr,5
Prod,32
Valid,1
Guard,1
a,12
P,32
[path summary, 6_finish.rpt]
check                             end  depth (start not counted)  slack, ns  startpoint
worst max-delay path            P[29]                         14       5.82     Prod[0]
worst min-delay path            P[13]                          2       0.45       P[13]
worst max register to register  P[29]                         14       5.82     Prod[0]
worst min register to register  P[13]                          2       0.45       P[13]
[cell families (layout without fill, tap and decap cells)]
logic type                 Yosys count  count (layout)  share of synthesized area [%]
buffers and inverters               84             133                           4.95
muxes                               20              20                           3.69
xor gates and xnor gates            27              27                           3.61
DFF                                 86              86                           28.1
AOI/OAI and AO/OA                  285             285                           28.5
and+or+nand+nor                    292             292                           19.8
adders and majority gates           57              57                           11.2
[stage by stage]
stage	setup slack, ns	total power, mW	hold slack (ns)	area, um^2
finish	5.82	1.13	0.452	7810
global route	5.45	1.21	0.478	7810
CTS	5.95	1.14	0.456	7810
detailed placement	5.97	0.802	0.447	7480
global placement	5.98	0.800	0.444	7480
floorplan	7.20	0.681	0.422	6550
[worst min-delay path: stages (launching register included)]
cell and delay [ns]:
dfxtp_1 0.31, nand2_1 0.05, a21oi_1 0.05
Power figures rest on the tool's default switching activity, not on a simulated workload.
